--- design/flow/design.v ---
`timescale 1ns / 1ps
module MousePosition(
	 input wire clk,
	 input wire m_done_tick,
    input wire [8:0] xChange,
    input wire [8:0] yChange,
    output reg [9:0] mousePositionX = 10'b0,
    output reg [8:0] mousePositionY = 10'b0
    );
	 reg [7:0] xMoveAux = 0;
	 reg [7:0] yMoveAux = 0;
	 wire [7:0] xMove;
	 wire [7:0] yMove;	 
	 always@(posedge clk)
		begin
			if (m_done_tick) 
			begin
				if(~xChange[8])
					begin
						if(~((mousePositionX + xMove) > 10'd635))
							mousePositionX = mousePositionX + xMove;
						else 
							mousePositionX = 10'd635;
					end
				else 
					begin
						if(~(mousePositionX < xMove))
							mousePositionX = mousePositionX - xMove;
						else
							mousePositionX = 10'b0;
					end
			end
		end
	 always@(posedge clk)
		begin
			if (m_done_tick) 
			begin					
				if(yChange[8])
					begin
						if(~((mousePositionY + yMove) > 10'd475))
							mousePositionY = mousePositionY + yMove;
						else
							mousePositionY = 10'd475;
					end
				else
					begin
						if(~(mousePositionY < yMove))
							mousePositionY = mousePositionY - yMove;
						else
							mousePositionY = 10'b0;
					end
			end
		end
	 always@*
		begin
			if(xChange[8])
				begin 
					xMoveAux = (xChange[7:0] - 1);  
					xMoveAux = ~xMoveAux;
				end
			else
				xMoveAux = xChange[7:0];
		end	 
	 always@*
		begin
			if(~yChange[8])
				begin 
					yMoveAux = (-yChange[7:0] - 1);  
					yMoveAux = ~yMoveAux;
				end
			else
				yMoveAux = -yChange[7:0];
		end 			
	 assign xMove = xMoveAux;
	 assign yMove = yMoveAux;	 
endmodule
module mouse
   (
    input wire clk, reset,
    inout wire ps2d, ps2c,
    output wire [8:0] xm, ym,
    output wire [2:0] btnm,
    output reg  m_done_tick
   );
   localparam STRM=8'hf4;  
   localparam [2:0]
      init1 = 3'b000,
      init2 = 3'b001,
      init3 = 3'b010,
      pack1 = 3'b011,
      pack2 = 3'b100,
      pack3 = 3'b101,
      done  = 3'b110;
   reg [2:0] state_reg, state_next;
   wire [7:0] rx_data;
   reg wr_ps2;
   wire rx_done_tick, tx_done_tick;
   reg [8:0] x_reg, y_reg, x_next, y_next;
   reg [2:0] btn_reg, btn_next;
   ps2_rxtx ps2_unit
      (.clk(clk), .reset(reset), .wr_ps2(wr_ps2),
       .din(STRM), .dout(rx_data), .ps2d(ps2d), .ps2c(ps2c),
       .rx_done_tick(rx_done_tick),
       .tx_done_tick(tx_done_tick));
   always @(posedge clk, posedge reset)
      if (reset)
         begin
            state_reg <= init1;
            x_reg <= 0;
            y_reg <= 0;
            btn_reg <= 0;
         end
      else
         begin
            state_reg <= state_next;
            x_reg <= x_next;
            y_reg <= y_next;
            btn_reg <= btn_next;
         end
   always @*
   begin
      state_next = state_reg;
      wr_ps2 = 1'b0;
      m_done_tick = 1'b0;
      x_next = x_reg;
      y_next = y_reg;
      btn_next = btn_reg;
      case (state_reg)
         init1:
            begin
               wr_ps2 = 1'b1;
               state_next = init2;
            end
         init2:   
            if (tx_done_tick)
               state_next = init3;
         init3:   
            if (rx_done_tick)
               state_next = pack1;
         pack1:   
            if (rx_done_tick)
               begin
                  state_next = pack2;
                  y_next[8] = rx_data[5];
                  x_next[8] = rx_data[4];
                  btn_next =  rx_data[2:0];
               end
         pack2:   
            if (rx_done_tick)
               begin
                  state_next = pack3;
                  x_next[7:0] = rx_data;
               end
         pack3:   
            if (rx_done_tick)
               begin
                  state_next = done;
                  y_next[7:0] = rx_data;
               end
         done:
            begin
               m_done_tick = 1'b1;
               state_next = pack1;
            end
      endcase
   end
   assign xm = x_reg;
   assign ym = y_reg;
   assign btnm = btn_reg;
endmodule
`timescale 1ns / 1ps
module mouseController(
		input wire CLK_100MHZ, reset,
		inout wire ps2d, ps2c,
		output wire [9:0] posX,
		output wire [8:0] posY,
		output wire [2:0] buttons
    );
	reg clk = 0;
	always @(posedge CLK_100MHZ)
	clk = ~clk;
    wire [8:0] xm;  
	 wire [8:0] ym;  
    wire m_done_tick;
	 mouse mouse_unit
		(.clk(clk), .reset(reset), .ps2d(ps2d), .ps2c(ps2c),
		.xm(xm),.ym(ym),.btnm(buttons),.m_done_tick(m_done_tick));
	MousePosition mousePosition (
	 .clk(clk),
	 .m_done_tick(m_done_tick),
	 .xChange(xm),
	 .yChange(ym),
	 .mousePositionX(posX),
	 .mousePositionY(posY)
	 );
endmodule
module ps2_rx
   (
    input wire clk, reset,
    input wire ps2d, ps2c, rx_en,
    output reg rx_done_tick,
    output wire [7:0] dout
   );
   localparam [1:0]
      idle = 2'b00,
      dps  = 2'b01,
      load = 2'b10;
   reg [1:0] state_reg, state_next;
   reg [7:0] filter_reg;
   wire [7:0] filter_next;
   reg f_ps2c_reg;
   wire f_ps2c_next;
   reg [3:0] n_reg, n_next;
   reg [10:0] b_reg, b_next;
   wire fall_edge;
   always @(posedge clk, posedge reset)
   if (reset)
      begin
         filter_reg <= 0;
         f_ps2c_reg <= 0;
      end
   else
      begin
         filter_reg <= filter_next;
         f_ps2c_reg <= f_ps2c_next;
      end
   assign filter_next = {ps2c, filter_reg[7:1]};
   assign f_ps2c_next = (filter_reg==8'b11111111) ? 1'b1 :
                        (filter_reg==8'b00000000) ? 1'b0 :
                         f_ps2c_reg;
   assign fall_edge = f_ps2c_reg & ~f_ps2c_next;
   always @(posedge clk, posedge reset)
      if (reset)
         begin
            state_reg <= idle;
            n_reg <= 0;
            b_reg <= 0;
         end
      else
         begin
            state_reg <= state_next;
            n_reg <= n_next;
            b_reg <= b_next;
         end
   always @*
   begin
      state_next = state_reg;
      rx_done_tick = 1'b0;
      n_next = n_reg;
      b_next = b_reg;
      case (state_reg)
         idle:
            if (fall_edge & rx_en)
               begin
                  b_next = {ps2d, b_reg[10:1]};
                  n_next = 4'b1001;
                  state_next = dps;
               end
         dps:  
            if (fall_edge)
               begin
                  b_next = {ps2d, b_reg[10:1]};
                  if (n_reg==0)
                     state_next = load;
                  else
                     n_next = n_reg - 1;
               end
         load:  
            begin
               state_next = idle;
               rx_done_tick = 1'b1;
            end
      endcase
   end
   assign dout = b_reg[8:1];  
endmodule
module ps2_rxtx
   (
    input wire clk, reset,
    input wire wr_ps2,
    inout wire ps2d, ps2c,
    input wire [7:0] din,
    output wire rx_done_tick, tx_done_tick,
    output wire [7:0] dout
   );
   wire tx_idle;
   ps2_rx ps2_rx_unit
      (.clk(clk), .reset(reset), .rx_en(tx_idle),
       .ps2d(ps2d), .ps2c(ps2c),
       .rx_done_tick(rx_done_tick), .dout(dout));
   ps2_tx ps2_tx_unit
      (.clk(clk), .reset(reset), .wr_ps2(wr_ps2),
       .din(din), .ps2d(ps2d), .ps2c(ps2c),
       .tx_idle(tx_idle), .tx_done_tick(tx_done_tick));
endmodule
module ps2_tx
   (
    input wire clk, reset,
    input wire wr_ps2,
    input wire [7:0] din,
    inout wire ps2d, ps2c,
    output reg tx_idle, tx_done_tick
   );
   localparam [2:0]
      idle  = 3'b000,
      rts   = 3'b001,
      start = 3'b010,
      data  = 3'b011,
      stop  = 3'b100;
   reg [2:0] state_reg, state_next;
   reg [7:0] filter_reg;
   wire [7:0] filter_next;
   reg f_ps2c_reg;
   wire f_ps2c_next;
   reg [3:0] n_reg, n_next;
   reg [8:0] b_reg, b_next;
   reg [12:0] c_reg, c_next;
   wire par, fall_edge;
   reg ps2c_out, ps2d_out;
   reg tri_c, tri_d;
   always @(posedge clk, posedge reset)
   if (reset)
      begin
         filter_reg <= 0;
         f_ps2c_reg <= 0;
      end
   else
      begin
         filter_reg <= filter_next;
         f_ps2c_reg <= f_ps2c_next;
      end
   assign filter_next = {ps2c, filter_reg[7:1]};
   assign f_ps2c_next = (filter_reg==8'b11111111) ? 1'b1 :
                        (filter_reg==8'b00000000) ? 1'b0 :
                         f_ps2c_reg;
   assign fall_edge = f_ps2c_reg & ~f_ps2c_next;
   always @(posedge clk, posedge reset)
      if (reset)
         begin
            state_reg <= idle;
            c_reg <= 0;
            n_reg <= 0;
            b_reg <= 0;
         end
      else
         begin
            state_reg <= state_next;
            c_reg <= c_next;
            n_reg <= n_next;
            b_reg <= b_next;
         end
   assign par = ~(^din);
   always @*
   begin
      state_next = state_reg;
      c_next = c_reg;
      n_next = n_reg;
      b_next = b_reg;
      tx_done_tick = 1'b0;
      ps2c_out = 1'b1;
      ps2d_out = 1'b1;
      tri_c = 1'b0;
      tri_d = 1'b0;
      tx_idle = 1'b0;
      case (state_reg)
         idle:
            begin
               tx_idle = 1'b1;
               if (wr_ps2)
                  begin
                     b_next = {par, din};
                     c_next = 13'h1fff;  
                     state_next = rts;
                  end
            end
         rts:    
            begin
               ps2c_out = 1'b0;
               tri_c = 1'b1;
               c_next = c_reg - 1;
               if (c_reg==0)
                  state_next = start;
            end
         start:   
            begin
               ps2d_out = 1'b0;
               tri_d = 1'b1;
               if (fall_edge)
                  begin
                     n_next = 4'h8;
                     state_next = data;
                  end
            end
         data:    
            begin
               ps2d_out = b_reg[0];
               tri_d = 1'b1;
               if (fall_edge)
                  begin
                     b_next = {1'b0, b_reg[8:1]};
                     if (n_reg == 0)
                        state_next = stop;
                     else
                        n_next = n_reg - 1;
                  end
            end
         stop:    
            if (fall_edge)
               begin
                  state_next = idle;
                  tx_done_tick = 1'b1;
               end
      endcase
   end
   assign ps2c = (tri_c) ? ps2c_out : 1'bz;
   assign ps2d = (tri_d) ? ps2d_out : 1'bz;
endmodule
--- design/flow/run.sh ---
#!/bin/bash
# OpenROAD 26Q1-2900-gdf79404cd8, Yosys 0.63+post, stock flow scripts
make -C /OpenROAD-flow-scripts/flow DESIGN_CONFIG=/design/flow/config.mk WORK_HOME=/design/flow/orfs finish
--- design/flow/config.mk ---
export PLATFORM = sky130hd
export DESIGN_NAME = mouseController
export DESIGN_NICKNAME = mouseController
export VERILOG_FILES = /design/flow/design.v
export SDC_FILE = /design/flow/constraint.sdc
export NUM_CORES = 4
export LEC_CHECK = 1
export CORE_UTILIZATION = 30
--- design/flow/constraint.sdc ---
current_design mouseController

set clk_period 3.9
set clk_io_pct 0.2

create_clock -name clk0 -period $clk_period [get_ports {CLK_100MHZ}]

set non_clock_inputs [all_inputs -no_clocks]
set_input_delay [expr $clk_period * $clk_io_pct] -clock clk0 $non_clock_inputs
set_output_delay [expr $clk_period * $clk_io_pct] -clock clk0 [all_outputs]
==> impl_metrics.ini <==
; yosys + openroad results
[clock_network]
cts-resized-gates = 0
post-cts-setup-buffers = 0
cts-hold-fix-buffers = 0

[synth]
yosysSeqAreaShare = 0.4284
synth.yosys.warnings = 7
synth.cell_area_um2 = 6352
edf_count = 19
adder_share = 0.09336
simple_gate_portion_of_the_synthesized_area = 0.1361
synthesis.area_per_instance_um2 = 9.864
post_synth_num_cell_types = 67
synth_top_flop_cell = dfrtp_1
synth-seq-cells = 105
syn-instance-count = 644
synth_stat.cells = 644
yosys-mux-area-fraction = 0.05476
synthXorXnorAreaFrac = 0.05377
top_cell_area_share = 0.3230
async_reset_ff_frac = 0.8095
post_synth_area_from_yosys_stat_um2 = 6352
share_of_synthesized_cell_area_in_and_or_and_or_and_compound_cells = 0.1737
top_cells_by_area = dfrtp_1, edfxtp_1, ha_1
yosys-dominant-comb-family = AND-OR/OR-AND gates
post-synth-top-area-cell = dfrtp_1

[final_timing]
untimed_endpoints = 146
unclocked_regs = 104

[run_status]
stop_stage = 4_1_cts
status = stopped before the end
error = [error] [KeplerFormal.cpp:679] Workflow failed: Iso has multiple drivers: .ps2d0, _0955_.Y0

[floorplan]
floorplan.initialDensity = 0.3100
design.portCount = 26
die.size.x_um = 147.5
die_height_um = 147.5
placementRows = 52

[placed_design]
gpl.final_weighted_congestion = 0.8866
io_buffer_count = 23
place.detailed.instances = 919
postPlaceCellArea_um2 = 6809
detailed_place_hpwl_mm = 8.859
==> kinds of logic after synthesis <==
family / Yosys count
compound gates: 169
xor+xnor: 39
fa+ha+maj: 45
buf+inv: 84
flops: 105
mux: 31
other cells: 1
simple gates: 170
==> synthesized netlist by cell type (all sizes together) (15+ instances only) <==
| cell type | number |
|---|---|
| a31oi | 15 |
| edfxtp | 19 |
| a21oi | 44 |
| nor2 | 30 |
| inv | 62 |
| ha | 41 |
| xnor2 | 27 |
| dfrtp | 82 |
| o21ai | 43 |
| mux2 | 30 |
| nand3 | 17 |
| clkbuf | 16 |
| nand2 | 47 |
==> per-stage QoR <==
stage               setup slack [ns]    power, W
global placement               2.812  0.00003067
floorplan                      2.119  0.00002345
detailed placement             2.825  0.00003099
Power and IR drop assume default switching activity.
